==> flow/design.v <==
module counter_101(count, datain);
    input [6:0] datain;
    output reg [1:0] count;  
    always@ (datain) begin
        count = 0;
        if (datain[6:4] == 3'b101) begin
            count = count + 1;
        end
        if (datain[5:3] == 3'b101) begin
            count = count + 1;
        end
        if (datain[4:2] == 3'b101) begin
            count = count + 1;
        end
        if (datain[3:1] == 3'b101) begin
            count = count + 1;
        end
        if (datain[2:0] == 3'b101) begin
            count = count + 1;
        end
    end
endmodule
==> flow/run.sh <==
#!/bin/bash
# OpenROAD 26Q1-2900-gdf79404cd8, Yosys 0.63+post, stock flow scripts
make -C /OpenROAD-flow-scripts/flow DESIGN_CONFIG=/design/flow/config.mk WORK_HOME=/design/flow/orfs finish
==> flow/config.mk <==
export PLATFORM = sky130hd
export DESIGN_NAME = counter_101
export DESIGN_NICKNAME = counter_101
export VERILOG_FILES = /design/flow/design.v
export SDC_FILE = /design/flow/constraint.sdc
export NUM_CORES = 4
export LEC_CHECK = 1
export CORE_AREA = 10 10 70 70
export DIE_AREA = 0 0 80 80
==> flow/constraint.sdc <==
current_design counter_101

set clk_period 1.9
set clk_io_pct 0.2

create_clock -name clk0 -period $clk_period

set non_clock_inputs [all_inputs -no_clocks]
set_input_delay [expr $clk_period * $clk_io_pct] -clock clk0 $non_clock_inputs
set_output_delay [expr $clk_period * $clk_io_pct] -clock clk0 [all_outputs]
==> out/results.ini <==
[pwr]
p_leak_nw = 0.149
ir_drop_mv = 0.0252
p_per_area_nw_per_um2 = 175
power.total_uw = 63.8

[timing]
rsz0062_at_grt = yes
finalHoldViolCount = 0
fin_setup_tns_ns = -0.0798
setup_violations = 1
finalWorstSetupSlack_ns = -0.0798
slew-limit-headroom = 0.850
max_freq_mhz = 505
min_period_ns = 1.98
period_used_share = 1.04
tightestPinTransition_ns = 0.224
final-max-slew-violation-count = 0

[place]
preCtsSetupSlack_ns = -1.02
dpl-instance-area_um2 = 334
globalplace.congestion = 0.753
portBuffers = 9

[setup_path]
crit_fanout = 3
cp_common_cell = o21ai_2
crit_required_ns = 1.52
critPathArrivalTime_ns = 1.60
path_cells = buf_8 -> and3b_2 -> ha_4 -> and2b_2 -> o21ai_2 -> o21ai_2 -> xnor2_1 -> buf_2
critPathMaxStageDelay_ns = 0.24
slowest_stage = and3b_2
setup.worst_path.end_class = primary output
crit_path_start_kind = primary input
crit_type = in2out

[synthesis]
ys_chip_area_um2 = 149
synth_cells = 20
synthMuxAreaShare = 0.0672
xor_area_frac = 0.176
fa_ha_area_frac = 0.0840
yosys-top-cells-count = 3 x nand2_1, 3 x xnor2_1, 2 x and2b_2, 2 x nor2_1, 2 x o21ai_0
aoi_share = 0.118
area_leaders = xnor2_1 18%, and2b_2 12%, nor2b_4 9.2%
ys_types = 13
ys_sh_simple = 0.555
ys_top_logic_family = simple AND/OR/NAND/NOR gates
yosys_cells = 20
ys_seq_frac = 0
top_area_cell = xnor2_1
syn-cell-area_um2 = 149
top_cell_area_share = 0.176
yosys_warnings = 1
synth.avg_cell_area_um2 = 7.44

[floorplanning]
die_w_um = 80
dieArea_um2 = 6400
ios = 9
coreArea_um2 = 3420
rows = 21
fp_util = 0.0436
die_h_um = 80

[routing]
avgViaCountPerCell = 2.21
drtIter0Drc = 4
num_antenna_cells = 0
detail_route.first_pass.iterations = 2
route.detailed.drc = 0
ant_nets = 0
wl_per_cell_um = 6.63
vias = 179
wl_um = 537

[job]
max_cap_viol_count = 0
tool_warnings = 34

[hold_path]
hold_path_class = in2out
hold_depth = 5

[global_routing]
grtUsageTotal = 0.0173
grt_max_degree = 5
grt_overflow_total = 0
grt_pass1_vias = 183
grt_pass1_wl_um = 903
antenna_found_initial = 0

[layout]
final_area_um2 = 365
clock_buffers = 0
ff_count = 0
area_growth_pct = 145
regArea_um2 = 0
drive_above_1_share = 0.600

[status]
failed_checks = setup timing
status = finished, violations left

==> kinds of logic after synthesis <==
group / Yosys count
adders and majority gates: 1
and+or+nand+nor: 12
xor gates and xnor gates: 3
muxes: 1
AOI/OAI and AO/OA: 3
==> area by class of cell <==
cell class	count	area, um^2
timing repair buffer	15	126
fill	405	3050
multi-input combinational	20	181
tap	46	57.6
==> cell usage in the layout (no fill, tap or decap), types with 2 or more instances in the layout <==
master | synthesis | final
clkdlybuf4s50_1 | 0 | 2
buf_6 | 0 | 2
o21ai_2 | 0 | 2
buf_2 | 0 | 3
and2b_2 | 2 | 2
xnor2_1 | 3 | 3
buf_4 | 0 | 6
nand2_1 | 3 | 3
==> metrics by stage <==
step           hold slack, ns    util  instances
5_1_grt                  1.29   0.107         81
4_1_cts                  1.27   0.102         81
6_report                 1.25   0.107         81
3_5_place_dp             2.01  0.0978         80
2_1_floorplan           0.901       -         20
3_3_place_gp             1.99  0.0978         80
==> where the power goes <==
group          internal [mW]  switching, mW  leakage [nW]
Sequential                 0              0             0
Combinational         0.0410         0.0228         0.149
Clock                      0              0             0
==> critical path, delay by kind of cell <==
family                     cells  cell delay (ns)
AOI/OAI and AO/OA              2             0.20
adders and majority gates      1             0.20
and+or+nand+nor                2             0.43
xor gates and xnor gates       1             0.17
buffers and inverters          2             0.22
==> repair_timing <==
action,CTS,global route
endpoints found under the hold margin,0,0
pin swaps,7,3
buffers inserted,1,0
hold buffers,0,0
resized,30,4
cloned,0,0
setup endpoints to repair,2,1
==> metal layers <==
metal  vias up  global-route usage  routed length, um
met2         7              0.0241                176
met3         0              0.0125                103
met5         -                   0                  0
li1        100                   -                  -
met1        72              0.0224                257
met4         0                   0                  0
==> final timing paths <==
path	startpoint	endpoint	slack, ns
setup / recovery	datain[4]	count[1]	-0.08
hold / removal	datain[3]	count[0]	1.25
Power and IR drop assume default switching activity.
